[flow/run.sh]
#!/bin/bash
# OpenROAD 26Q1-2900-gdf79404cd8, Yosys 0.63+post, stock flow scripts
make -C /OpenROAD-flow-scripts/flow DESIGN_CONFIG=/design/flow/config.mk WORK_HOME=/design/flow/orfs finish
[flow/design.v]
`timescale 1ns/1ps
module ALU( input wire [31:0] op1,
           input wire [31:0] op2,
           input wire [3:0] alu_op,
           output reg [31:0] result,
           output reg zero
          );
    parameter AND_OP     = 4'b0000;
    parameter OR_OP      = 4'b0001;
    parameter ADD_OP     = 4'b0010;
    parameter SUB_OP     = 4'b0110;
    parameter SLT_OP     = 4'b0100;
    parameter LSR_OP     = 4'b1000;
    parameter LSL_OP     = 4'b1001;
    parameter ARSR_OP    = 4'b1010;
    parameter XOR_OP     = 4'b0101;
  always @(*)
    begin : ALU_OPERATION
      case(alu_op)
            AND_OP:   result = op1 & op2;    
            OR_OP:    result = op1 | op2;    
            ADD_OP:   result = op1 + op2;    
            SUB_OP:   result = op1 - op2;
            SLT_OP:   result = ($signed(op1) < $signed(op2)) ? 32'b1 : 32'b0; 
            LSR_OP:   result = op1 >> op2[4:0]; 
            LSL_OP:   result = op1 << op2[4:0];  
        ARSR_OP:  result = $unsigned($signed(op1) >>> op2[4:0]);            
            XOR_OP:   result = op1 ^ op2;  
            default:  result = 32'b0;       
        endcase
      zero = ( result == 32'b0 );
   end  
endmodule
`timescale 1ns / 1ps
module calc( input clk,
            input btnc, btnl,
            input btnu, btnr,
            input btnd,
            input [15:0] sw, 
            output [15:0] led
           );
  reg [15:0] accumulator;
  wire [31:0] op1 = {{16{accumulator[15]}}, accumulator};
  wire [31:0] op2 = {{16{sw[15]}}, sw};
    wire [31:0] result;
    wire zero;
    wire [3:0] alu_op;
    ALU my_alu (
        .op1(op1),
        .op2(op2),
        .alu_op(alu_op),
        .result(result),
        .zero(zero)
    );
   calc_enc encoder (
        .btnc(btnc),
        .btnl(btnl),
        .btnr(btnr),
        .alu_op(alu_op)
    );
   always @(posedge clk) begin
       if (btnu) begin
           accumulator <= 16'b0;
         end 
       else 
           if (btnd) begin
              accumulator <= result[15:0];
           end
   end
   assign led = accumulator;
endmodule
`timescale 1ns / 1ps
module calc_enc (
    input btnc,
    input btnl,
    input btnr,
    output [3:0] alu_op
);
  assign alu_op[0] = (~btnc & btnr) | (btnl & btnr);
    assign alu_op[1] = (~btnl & btnc) | (btnc & ~btnr);
  assign alu_op[2] = (btnc & btnr) | ((~btnc & btnl) & ~btnr);
  assign alu_op[3] = ((btnl & ~btnc) & btnr) | ((btnl & btnc) & ~btnr);
endmodule
[flow/constraint.sdc]
current_design calc

set clk_period 6.1
set clk_io_pct 0.2

create_clock -name clk0 -period $clk_period [get_ports {clk}]

set non_clock_inputs [all_inputs -no_clocks]
set_input_delay [expr $clk_period * $clk_io_pct] -clock clk0 $non_clock_inputs
set_output_delay [expr $clk_period * $clk_io_pct] -clock clk0 [all_outputs]
[flow/config.mk]
export PLATFORM = sky130hd
export DESIGN_NAME = calc
export DESIGN_NICKNAME = calc
export VERILOG_FILES = /design/flow/design.v
export SDC_FILE = /design/flow/constraint.sdc
export NUM_CORES = 4
export LEC_CHECK = 1
export CORE_UTILIZATION = 50
export SYNTH_HDL_FRONTEND = slang
==> flow_summary.ini <==
; synthesis and place-and-route metrics
[timing]
fin_ws_ps = 1271
min_period_ps = 4829
max_slew_margin_pct = 35.77
rsz0062_at_grt = false
fin_tns_setup_ps = 0
finalSetupViolations = 0
fin_worst_skew_ps = 14.37
slew_viol_final = 0
worst_slew_pin_slew_ps = 960.5
finalHoldViolCount = 0
max_freq_ghz = 0.2071
period_used_pct = 79.16

[clocking]
clkSinkCount = 16
numCtsBuffers = 3
cts-root-buf = clkbuf_8
clk_latency_ps = 270
clockBufferDepth = 2
postCtsSetupBuffers = 0
cts_hold_buffers = 0
htreeDepth = 1
cts_resized = 0
cts_tree = done
clk_pin_slew_ps = 90

[cells_and_area]
combGateArea_sq_mm = 0.003811
final_layout_top_logic_cells = 57 x nor2_1, 57 x inv_1, 52 x ha_1, 47 x a21oi_1, 45 x nand2_1
stdcell_count = 727
final_area_sq_mm = 0.004945
largest_reg_flops = 16
drive_above_1_share_pct = 7.270
register_area_sq_um = 320.3
nFillCells = 870
area_delta_synth_final_pct = 7.860

[routing]
wirelength_microns = 16620
drt_iter0_drc = 457
detail_route.wl_per_cell_microns = 22.87
drc_errors = 4
drtAntennaViolNets = 0
dr.pass1.iters = 47
vias_per_cell = 6.956
diodes = 0
vias = 5057

[global_route]
overflow = 0
grt_usage_pct = 35.59
grt_pass1_wl_microns = 25900
antenna_found_initial = 0
grt_pass1_vias = 4496
grt_start_max_net_pins = 38

[power_and_ir_drop]
power_mw = 0.6929
power_leakage_nw = 1.980
powerDensity_mw_per_mm2 = 140.1
irDropWorstVdd_mv = 0.06667

[die]
io_pins = 38
die_h_microns = 97.76
die_x_microns = 97.76
die_area_sq_mm = 0.009556
fp_util_pct = 52.06
coreArea_sq_mm = 0.008806
fp-row-count = 34

[yosys]
syn_area_per_cell_sq_um = 7.406
yosys_cells = 619
synth.cell_area_sq_mm = 0.004584
async_reset_ff_share_pct = 0
flop_cell = dfxtp_1
postSynthCellCount = 619
ys_warn_count = 0
yosys_area_sq_mm = 0.004584
edf_count = 0
ys.flops = 16
ys_seq_share_pct = 6.987
synthDistinctLibCells = 66

[setup_path]
crit_fanout = 33
path_class = input port to flop
cp-start-kind = input port
crit_required_ps = 6220
critPathCaptureType = flop
worst_ep_arrival_time_ps = 4950
reg2reg_from = led[9]
startpoint = sw[2]

[place]
numPortBuffers = 37
gp_congestion = 1.029
dpl.cell_count = 723
postPlaceCellArea_sq_mm = 0.004890
dp_hpwl_microns = 12620
preCtsSetupSlack_ps = 1098

[status]
violations = DRC
status = complete, but fails checks

[job]
tool_warnings = 62
max-cap-violations = 0

[hold_path]
min_path_type = flop to flop
hold_start = led[12]
[path summary, 6_finish.rpt]
check / to / slack, ps / cells past startpoint
worst max-delay path: led[13] / 1270 / 11
worst max register to register: led[14] / 2840 / 9
worst min-delay path: led[12] / 710 / 2
worst min register to register: led[12] / 710 / 2
[layer usage]
metal	up-vias	global-route usage (%)	share of wire [%]	wire, microns
met3	44	4.724	9.7	1609
met5	-	0	0	0
met1	2378	54.40	43	7199
li1	2316	-	-	-
met4	0	9.907	3.2	534
met2	319	53.46	44	7280
[synthesized netlist by cell type (14+ instances only)]
master,n,area share [%]
ha_1,52,14
mux2i_1,30,6.6
mux4_2,17,8.4
clkbuf_1,22,1.8
o21ai_0,42,4.6
a21oi_1,47,5.1
nor3_1,15,1.6
o211ai_1,14,2.3
a221oi_1,16,3.1
a211oi_1,22,3.6
nor2_1,57,4.7
inv_1,57,4.7
dfxtp_1,16,7.0
nand2_1,45,3.7
buf_2,14,1.5
[worst max-delay path, stage by stage]
cell and delay, ps:
clkdlybuf4s50_1 460, buf_4 320, clkinv_1 610, ha_1 660, o211ai_1 210, o21ai_0 150, o41ai_2 550, o21ai_0 240
xnor2_1 160, a221oi_1 290, a211oi_1 70
[final cells by class]
type | instances | area share [%]
timing repair buffer | 43 | 8.198
sequential | 16 | 6.478
multi-input combinational | 498 | 77.08
tap | 108 | 2.733
clock buffer | 4 | 1.113
inverter | 58 | 4.403
[stage by stage]
step	hold WS, ps	util, %
floorplan	538.0	-
global placement	677.6	55.53
detailed placement	689.3	55.53
CTS	705.0	56.15
global route	724.9	56.15
finish	706.6	56.15
[cell families (layout without fill, tap and decap cells)]
family	after synthesis	in the layout	synth area share [%]
AND-OR/OR-AND	217	217	33.46
flip-flops	16	16	6.987
multiplexers	51	51	15.88
adder cells (fa/ha/maj)	54	54	15.07
XOR/XNOR	13	13	2.484
AND/OR/NAND/NOR	163	163	16.24
buffers and inverters	105	105	9.880
[report_power, final]
part	internal [mW]	switching [mW]	total [mW]	leakage, nW
Sequential	0.114	0.0329	0.147	0.133
Clock	0.0577	0.0525	0.110	0.0288
Combinational	0.177	0.259	0.436	1.82
Total	0.348	0.344	0.693	1.98
Power and IR drop assume default switching activity.
