==> design/flow/design.v <==
module regfile #(parameter DATAWIDTH = 32)(
  input clk,                       
  input [4:0] readReg1,            
  input [4:0] readReg2,            
  input [4:0] writeReg,            
  input [DATAWIDTH-1:0] writeData, 
  input write,                     
  output reg [DATAWIDTH-1:0] readData1,  
  output reg [DATAWIDTH-1:0] readData2   
);
  reg [DATAWIDTH-1:0] reg_file[31:0];
  initial begin
    integer i;
    for (i = 0; i < 32; i = i + 1) begin
      reg_file[i] = {DATAWIDTH{1'b0}};
    end
  end
  always @(posedge clk) begin
    if (write) 
      reg_file[writeReg] <= writeData; 
  end
  always @(readReg1 or readReg2 or writeReg or writeData or write) begin
    readData1 = (write && (writeReg == readReg1)) ? writeData : reg_file[readReg1];
    readData2 = (write && (writeReg == readReg2)) ? writeData : reg_file[readReg2];
    end
endmodule 
==> design/flow/run.sh <==
#!/bin/bash
# OpenROAD 26Q1-2900-gdf79404cd8, Yosys 0.63+post, stock flow scripts
make -C /OpenROAD-flow-scripts/flow DESIGN_CONFIG=/design/flow/config.mk WORK_HOME=/design/flow/orfs finish
==> design/flow/config.mk <==
export PLATFORM = sky130hd
export DESIGN_NAME = regfile
export DESIGN_NICKNAME = regfile
export VERILOG_FILES = /design/flow/design.v
export SDC_FILE = /design/flow/constraint.sdc
export NUM_CORES = 4
export LEC_CHECK = 1
export CORE_UTILIZATION = 40
export SYNTH_HDL_FRONTEND = slang
==> design/flow/constraint.sdc <==
current_design regfile

set clk_period 18.9
set clk_io_pct 0.2

create_clock -name clk0 -period $clk_period [get_ports {clk}]

set non_clock_inputs [all_inputs -no_clocks]
set_input_delay [expr $clk_period * $clk_io_pct] -clock clk0 $non_clock_inputs
set_output_delay [expr $clk_period * $clk_io_pct] -clock clk0 [all_outputs]
==> results.json <==
{
  "status": "finished clean",
  "wl_per_cell_um": 31.4,
  "p_sw_share_pct": 23.1,
  "wl_mm": 158,
  "ioPinCount": 113,
  "gr-total-overflow": 0,
  "syn-cell-area_um2": 49700,
  "fillerInstances": 10581,
  "clockBufferDepth": 3,
  "slew_headroom_pct": 37.9,
  "syn_inst": 3227,
  "largest_reg_flops": 1024,
  "fmax_mhz": 82.3,
  "place_hpwl_mm": 85.7,
  "cap_violations": 0,
  "drc_errors": 0,
  "cts_made_buffers": 107,
  "finalHoldViolCount": 0,
  "grt_max_degree": 94,
  "power.total_w": 0.00503,
  "path_max_fanout": 56,
  "cp_top_family": "buffers and inverters",
  "grt_pass1_vias": 31872,
  "drt_pass1_iterations": 5,
  "ys_warn_count": 0,
  "cts_tree": "built",
  "postSynthSeqShare_pct": 61.8,
  "final_layout_top_logic_cells": "1024 x mux2i_1, 1024 x edfxtp_1, 256 x a22oi_1, 141 x buf_4",
  "hold_path_class": "primary input to flop",
  "drv_slew": 0,
  "required_ps": 15120,
  "port_buffers": 112,
  "rsz0062_at_grt": "no",
  "worst_pin_slew_ps": 929,
  "regMostFlops": "reg_file",
  "hold_buffers": 0,
  "avgSynthCellArea_um2": 15.4,
  "end_kind": "output pin",
  "fp-utilization_pct": 40.3,
  "critPathSlowestCell": "o41ai_2",
  "ys_async_sr_fraction_pct": 0,
  "logic_area_um2": 17600,
  "fin_tns_setup_ps": 0,
  "cpPeakStageDelay_ps": 720,
  "cp.depth": 9,
  "die_w_um": 355,
  "die_height_um": 355,
  "num_rows": 129,
  "cp_cell_sequence": "buf_8 > buf_4 > buf_4 > buf_4 > mux2i_1 > a22oi_1 > a21oi_1 > o41ai_2 > clkdlybuf4s50_1",
  "via_per_inst": 6.16,
  "period_used_pct": 64.3,
  "edf_count": 1024,
  "antenna_found_initial": 3,
  "setup_viol": 0,
  "yosys_area_um2": 49700,
  "post_cts_resized": 0,
  "vias": 31070,
  "syn_to_final_growth_pct": 12.4,
  "start_kind": "primary input",
  "ant_nets": 0,
  "period_minus_slack_ps": 12150,
  "ys.flops": 1024,
  "leakagePower_nw": 20.0,
  "ir_drop_v": 0.0000795,
  "combPwrFrac_pct": 9.8,
  "core_area_um2": 123000,
  "postCtsSetupBuffers": 0,
  "seq_area_um2": 30700,
  "ff_type": "edfxtp_1",
  "synth_cell_types": 30,
  "clkTransAtPathRegs_ps": 60,
  "internal_power_w": 0.00386,
  "cts-root-buf": "clkbuf_16",
  "htreeDepth": 3,
  "power_switching_w": 0.00116,
  "grt.total_usage_pct": 26.8,
  "cp_common_cell": "buf_4",
  "drive_gt1_share_pct": 12.3,
  "gp_congestion": 0.867,
  "warnings": 26,
  "yosys_cells": 3227,
  "cts.sinks": 1024,
  "hold_depth": 2,
  "power_density_nw_per_um2": 89.9,
  "path_class": "primary input to output pin",
  "pwr-share-clk_pct": 39.7,
  "grt_pass1_wl_mm": 224,
  "die-area_um2": 126000,
  "drtIter0Drc": 2247,
  "crit_arrival_ps": 8370,
  "largestRegisters": "reg_file: 1024 flops",
  "p_seq_share_pct": 50.5,
  "path_buffers": 5
}
## synthesized netlist by cell type, types with 3 or more instances
cell	instances	area share (%)
a221oi_2	20	0.60
or3b_2	3	0.053
a22o_1	128	2.3
o22ai_1	64	0.80
edfxtp_1	1024	62
buf_6	59	1.3
a21oi_1	128	1.3
a22oi_1	256	3.9
buf_1	24	0.18
nor2b_1	4	0.050
a221oi_1	108	1.9
nand2b_1	4	0.050
buf_4	31	0.47
nand2_1	67	0.51
nand3b_1	5	0.075
mux2i_1	1024	21
clkbuf_4	15	0.23
buf_8	5	0.15
buf_2	28	0.28
clkbuf_1	110	0.83
xor2_1	8	0.14
o41ai_2	64	2.1
nor2_1	35	0.26
## worst paths after layout
check                        start        endpoint  slack (ps)
worst max-delay path   readReg2[0]    readData2[8]        6750
worst min-delay path  writeData[4]  reg_file[8][4]        3920
## power groups by stage
stage | Combinational, W | Sequential (W) | Clock, W
final | 0.000492 | 0.00254 | 0.00200
after global routing | 0.000521 | 0.00254 | 0.00211
after CTS | 0.000490 | 0.00254 | 0.00202
## final cells by class
cell class              instances  area share (%)
diodes                          1         0.00447
clock buffers                 138            5.15
clock inverters                52           0.689
multi-input cells            1931            31.5
flip-flops and latches       1024            55.0
well taps                    1637            3.66
repair buffers                257            4.06
## per-layer routing
layer	GRT usage [%]	wire (µm)	up-vias
met2	39.4	72800	1703
met3	16.2	22600	279
met1	34.4	57200	15610
li1	-	-	13470
met5	1.32	238	-
met4	7.29	5500	8
## stage by stage
stage                     std cells  utilization [%]  setup slack, ps  cell area (µm²)  hold WS [ps]
after global placement         4849             42.6             6730            52700          4610
after detailed placement       4849             42.6             6760            52700          4620
after CTS                      5039             45.3             6750            55900          3880
after floorplan                3227                -            10030            49700          3880
after global routing           5040             45.3             6600            55900          3930
final                          5040             45.3             6750            55900          3920
## logic make-up after synthesis
family,Yosys count,synth area share [%]
buffers and inverters,272,3.47
flip-flops,1024,61.8
AND/OR/NAND/NOR,129,1.13
XOR/XNOR,10,0.176
multiplexers,1024,20.6
AND-OR/OR-AND,768,12.8
Power figures rest on the tool's default switching activity, not on a simulated workload.
